===== flow/config.mk =====
export PLATFORM = sky130hd
export DESIGN_NAME = simple_dual_port_ram_single_clk_sv
export DESIGN_NICKNAME = simple_dual_port_ram_single_clk_sv
export VERILOG_FILES = /design/flow/design.v
export SDC_FILE = /design/flow/constraint.sdc
export NUM_CORES = 4
export LEC_CHECK = 1
export CORE_UTILIZATION = 50
export SYNTH_HDL_FRONTEND = slang

===== flow/run.sh =====
#!/bin/bash
# OpenROAD 26Q1-2900-gdf79404cd8, Yosys 0.63+post, stock flow scripts
make -C /OpenROAD-flow-scripts/flow DESIGN_CONFIG=/design/flow/config.mk WORK_HOME=/design/flow/orfs finish

===== flow/constraint.sdc =====
current_design simple_dual_port_ram_single_clk_sv

set clk_period 3.6
set clk_io_pct 0.2

create_clock -name clk0 -period $clk_period [get_ports {clk}]

set non_clock_inputs [all_inputs -no_clocks]
set_input_delay [expr $clk_period * $clk_io_pct] -clock clk0 $non_clock_inputs
set_output_delay [expr $clk_period * $clk_io_pct] -clock clk0 [all_outputs]

===== flow/design.v =====
module simple_dual_port_ram_single_clk_sv #(
		parameter DATA_WIDTH= 8,
		parameter ADDR_WIDTH= 4,
		parameter TXT_FILE= "memX.txt"
)(
		input  logic                  clk,		
		input  logic                  write_en_i,
		input  logic [ADDR_WIDTH-1:0] write_addr_i,				
		input  logic [ADDR_WIDTH-1:0] read_addr_i,
		input  logic [DATA_WIDTH-1:0] write_data_i,
		output logic [DATA_WIDTH-1:0] read_data_o
);
logic [DATA_WIDTH-1:0] RAM_structure [2**ADDR_WIDTH-1:0]; 
initial begin   
		$readmemh(TXT_FILE, RAM_structure);		
end
always_ff @ (posedge clk) begin
		if(write_en_i)
				RAM_structure[write_addr_i] <= write_data_i;
		read_data_o <= RAM_structure[read_addr_i];		
end
endmodule

==> impl_metrics.tcl <==
# flow metrics
set metrics [dict create \
    first_pass_iters 4 \
    cts_buffers 17 \
    slew_headroom_pct 51.6 \
    finalCriticalPeriod_ns 2.18 \
    cts_setup_buffers 0 \
    dp_hpwl_um 5940 \
    power.switching_uw 703 \
    overflow 0 \
    gp_congestion 0.916 \
    setup_viol 0 \
    critPathLaunchType "input port" \
    switching_share_pct 19.0 \
    drive_gt1_share_pct 23.1 \
    dieHeight_um 103 \
    warnings 25 \
    h-tree-depth 4 \
    rsz0062_at_grt "false" \
    track_usage_pct 21.9 \
    worstSetupPathType "input port to flop" \
    timing.fmax_mhz 459 \
    yosys.stat.chipArea_mm2 0.00515 \
    initialDrtViolationCount 87 \
    ir_drop_v 0.000346 \
    routedWlPerCell_um 22.8 \
    ctsHoldBuffers 0 \
    yosysWarnings 0 \
    netlist_area_mm2 0.00515 \
    nFillCells 665 \
    io_pins 26 \
    fp_util_pct 52.2 \
    ctsResizeCount 0 \
    synth_cell_types 19 \
    cts.sinks 136 \
    worst_ep_arrival_time_ns 2.31 \
    ys_cells 229 \
    rows 36 \
    ctsRootBufferMaster "clkbuf_8" \
    setup_tns_ns 0 \
    drcViolationCount 0 \
    combGateArea_mm2 0.00106 \
    core-area_mm2 0.00986 \
    place_ws_ns 0.913 \
    postSynthSeqShare_pct 77.8 \
    fin_ws_ns 1.42 \
    use_met3_pct 10.9 \
    clk_path_buf_depth 2 \
    p_leak_nw 2.08 \
    worstSetupEndpointType "flop" \
    grt_pass1_wl_um 14500 \
    insertion_delay_ns 0.50 \
    critPathMaxFanout 8 \
    netlist_instances 229 \
    synth-seq-cells 136 \
    die_area_mm2 0.0107 \
    holdCritPathClass "flop to flop" \
    antenna_left 0 \
    p_per_area_mw_per_mm2 595 \
    vias_per_cell 5.65 \
    avgSynthCellArea_um2 22.5 \
    grt_antenna_before_repair 0 \
    top_usage_layer "met1" \
    maxCapViolCount 0 \
    finClkSkew_ns 0.00842 \
    pwr-share-seq_pct 48.1 \
    routed_wl_um 9730 \
    use_met2_pct 30.3 \
    vias 2413 \
    p_comb_share_pct 4.7 \
    critPathRequiredTime_ns 3.73 \
    area_delta_synth_final_pct 20.8 \
    port-buffer-count 25 \
    grt_pass1_vias 2519 \
    die_x_um 103 \
    regArea_mm2 0.00400 \
    slew_viol_final 0 \
    grtUsageMet1_pct 38.3 \
    finalHoldViolCount 0 \
    internal_power_mw 3.00 \
    clkTransAtPathRegs_ns 0.06 \
    num_antenna_cells 0 \
    finalCritPeriodShare_pct 60.5 \
    p_clk_share_pct 47.2 \
    grt_max_degree 33 \
    status "finished clean" \
    cts_tree "yes" \
    tightest_slew_ns 0.723 \
]
[power by group through the flow]
stage / clock network, mW / registers, mW / logic [mW]
after global routing: 1.85 / 1.78 / 0.189
final: 1.75 / 1.78 / 0.173
after CTS: 1.78 / 1.78 / 0.176
[critical path: stages]
cell and delay [ns]:
clkdlybuf4s50_1 0.51, or3b_2 0.50, nor2_1 0.58
[metrics by stage]
| stage | instance area (um2) | instances | hold slack [ns] | total power [mW] | util, % |
|---|---|---|---|---|---|
| 2_1_floorplan | 5150 | 229 | 0.629 | 1.90 | - |
| 3_3_place_gp | 5610 | 395 | 0.652 | 1.99 | 56.8 |
| 3_5_place_dp | 5610 | 395 | 0.653 | 1.99 | 56.8 |
| 4_1_cts | 6220 | 427 | 0.667 | 3.73 | 63.1 |
| 5_1_grt | 6220 | 427 | 0.695 | 3.82 | 63.1 |
| 6_report | 6220 | 427 | 0.660 | 3.70 | 63.1 |
[logic make-up after synthesis]
| group | synth area share (%) |
|---|---|
| DFF | 77.8 |
| and+or+nand+nor | 3.18 |
| muxes | 15.0 |
| AOI/OAI and AO/OA | 2.33 |
| buffers and inverters | 1.68 |
[routing by layer]
| layer | up-vias | part of all wire [%] |
|---|---|---|
| met3 | 7 | 10 |
| met4 | 0 | 0.84 |
| met1 | 1216 | 43 |
| met2 | 111 | 46 |
| li1 | 1079 | - |
| met5 | - | 0 |
[cells in the final DEF (no fill, tap or decap), drive strengths merged]
cell,instances
nand3,1
mux4,32
and2b,1
nand2,9
nand3b,2
or3b,1
clkdlybuf4s50,24
nor3,4
clkbuf,20
clkinvlp,2
edfxtp,128
nor2b,1
bufinv,4
nand2b,2
a22oi,16
and2,1
buf,19
clkinv,6
dfxtp,8
nor2,13
[synth_stat cells]
cell               n  area, um2
or3b_2             1       8.76
nand2_1            9       33.8
and2_1             1       6.26
clkdlybuf4s25_2    3       30.0
and2b_1            1       7.51
dfxtp_1            8        160
nor2b_1            1       6.26
nand3b_1           2       15.0
nand2b_1           2       12.5
buf_2              3       15.0
edfxtp_1         128       3840
mux4_1            14        368
nor2_1            13       48.8
buf_4              1       7.51
buf_6              3       33.8
mux4_2            18        405
a22oi_1           16        120
nand3_1            1       5.00
nor3_1             4       20.0
[worst paths after layout]
path                                                      from                             to  slack, ns  cells past startpoint
worst min register to register  RAM_structure[15][7]$_DFFE_PP_         read_data_o[7]$_DFF_P_       0.66                      3
worst min-delay path            RAM_structure[15][7]$_DFFE_PP_         read_data_o[7]$_DFF_P_       0.66                      3
worst max register to register   RAM_structure[1][6]$_DFFE_PP_         read_data_o[6]$_DFF_P_       2.19                      3
worst max-delay path                                write_en_i  RAM_structure[2][1]$_DFFE_PP_       1.42                      3
[flip-flops by register name, summed over array words and instances, names as in the netlist]
name           count
read_data_o        8
RAM_structure    128
[final cells by class]
type | count | area share, %
Timing Repair Buffer | 43 | 6.12
Clock buffer | 20 | 7.00
Sequential cell | 136 | 64.4
Tap cell | 133 | 2.68
Multi-Input combinational cell | 83 | 17.0
Clock inverter | 12 | 2.84
Power and IR drop assume default switching activity.
